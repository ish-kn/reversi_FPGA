### ./run.sh
#!/bin/bash
# OpenROAD 26Q1-2900-gdf79404cd8, Yosys 0.63+post, stock flow scripts
make -C /OpenROAD-flow-scripts/flow DESIGN_CONFIG=/design/flow/config.mk WORK_HOME=/design/flow/orfs finish
### ./config.mk
export PLATFORM = sky130hd
export DESIGN_NAME = LCD_reversi
export DESIGN_NICKNAME = LCD_reversi
export VERILOG_FILES = /design/flow/design.v
export SDC_FILE = /design/flow/constraint.sdc
export NUM_CORES = 4
export LEC_CHECK = 1
export CORE_UTILIZATION = 30
### ./constraint.sdc
current_design LCD_reversi

set clk_period 3.8
set clk_io_pct 0.2

create_clock -name clk0 -period $clk_period [get_ports {iCLK}]

set non_clock_inputs [all_inputs -no_clocks]
set_input_delay [expr $clk_period * $clk_io_pct] -clock clk0 $non_clock_inputs
set_output_delay [expr $clk_period * $clk_io_pct] -clock clk0 [all_outputs]
### ./design.v
module LCD_Controller (	 
						iDATA,iRS,
						iStart,oDone,
						iCLK,iRST_N,
						LCD_DATA,
						LCD_RW,
						LCD_EN,
						LCD_RS	);
parameter	CLK_Divide	=	16;
input	[7:0]	iDATA;
input	iRS,iStart;
input	iCLK,iRST_N;
output	reg		oDone;
output	[7:0]	LCD_DATA;
output	reg		LCD_EN;
output			LCD_RW;
output			LCD_RS;
reg		[4:0]	Cont;
reg		[1:0]	ST;
reg		preStart,mStart;
assign	LCD_DATA	=	iDATA; 
assign	LCD_RW		=	1'b0;
assign	LCD_RS		=	iRS;
always@(posedge iCLK or negedge iRST_N)
begin
	if(!iRST_N)
	begin
		oDone	<=	1'b0;
		LCD_EN	<=	1'b0;
		preStart<=	1'b0;
		mStart	<=	1'b0;
		Cont	<=	0;
		ST		<=	0;
	end else
	begin
		preStart<=	iStart;
		if({preStart,iStart}==2'b01)
		begin
			mStart	<=	1'b1;
			oDone	<=	1'b0;
		end
		if(mStart)
		begin
			case(ST)
			0:	ST	<=	1;	 
			1:	begin
					LCD_EN	<=	1'b1;
					ST		<=	2;
				end
			2:	begin					
					if(Cont<CLK_Divide)
					Cont	<=	Cont+1;
					else
					ST		<=	3;
				end
			3:	begin
					LCD_EN	<=	1'b0;
					mStart	<=	1'b0;
					oDone	<=	1'b1;
					Cont	<=	0;
					ST		<=	0;
				end
			endcase
		end
	end
end
endmodule
module	LCD_reversi (	 
					iCLK,iRST_N,end_flag,win_white,
					LCD_DATA,LCD_RW,LCD_EN,LCD_RS	);
input			iCLK,iRST_N,end_flag,win_white;
output	[7:0]	LCD_DATA;
output			LCD_RW,LCD_EN,LCD_RS;
reg	[5:0]	LUT_INDEX;
reg	[8:0]	LUT_DATA;
reg	[5:0]	mLCD_ST;
reg	[17:0]	mDLY;
reg			mLCD_Start;
reg	[7:0]	mLCD_DATA;
reg			mLCD_RS;
wire		mLCD_Done;
wire 		clk;
parameter	LCD_INTIAL	=	0;
parameter	LCD_LINE1	=	5;
parameter	LCD_CH_LINE	=	LCD_LINE1+16;
parameter	LCD_LINE2	=	LCD_LINE1+16+1;
parameter	LUT_SIZE	=	LCD_LINE1+32+1;
always@(posedge iCLK or negedge iRST_N)
begin
	if(!iRST_N)
	begin
		LUT_INDEX	<=	0;
		mLCD_ST		<=	0;
		mDLY		<=	0;
		mLCD_Start	<=	0;
		mLCD_DATA	<=	0;
		mLCD_RS		<=	0;
	end 
	else begin
		if(LUT_INDEX<LUT_SIZE)
		begin
			case(mLCD_ST)
			0:	begin
					mLCD_DATA	<=	LUT_DATA[7:0];
					mLCD_RS		<=	LUT_DATA[8];
					mLCD_Start	<=	1;
					mLCD_ST		<=	1;
				end
			1:	begin
					if(mLCD_Done)
					begin
						mLCD_Start	<=	0;
						mLCD_ST		<=	2;					
					end
				end
			2:	begin
					if(mDLY<18'h3FFFE)
					mDLY	<=	mDLY+1;
					else
					begin
						mDLY	<=	0;
						mLCD_ST	<=	3;
					end
				end
			3:	begin
					LUT_INDEX	<=	LUT_INDEX+1;
					mLCD_ST	<=	0;
				end
			endcase
		end else 
			LUT_INDEX <= LCD_LINE1 - 1;
	end
end
always @*
begin
	if (end_flag && win_white) begin
		case(LUT_INDEX)
		LCD_INTIAL+0:	LUT_DATA	<=	9'h038;
		LCD_INTIAL+1:	LUT_DATA	<=	9'h00C;
		LCD_INTIAL+2:	LUT_DATA	<=	9'h001;
		LCD_INTIAL+3:	LUT_DATA	<=	9'h006;
		LCD_INTIAL+4:	LUT_DATA	<=	9'h080;
		LCD_LINE1+0:	LUT_DATA	<=	9'h120; 
		LCD_LINE1+1:	LUT_DATA	<=	9'h120; 
		LCD_LINE1+2:	LUT_DATA	<=	9'h120; 
		LCD_LINE1+3:	LUT_DATA	<=	9'h120; 
		LCD_LINE1+4:	LUT_DATA	<=	9'h159; 
		LCD_LINE1+5:	LUT_DATA	<=	9'h16F; 
		LCD_LINE1+6:	LUT_DATA	<=	9'h175; 
		LCD_LINE1+7:	LUT_DATA	<=	9'h120; 
		LCD_LINE1+8:	LUT_DATA	<=	9'h16C; 
		LCD_LINE1+9:	LUT_DATA	<=	9'h16F; 
		LCD_LINE1+10:	LUT_DATA	<=	9'h173; 
		LCD_LINE1+11:	LUT_DATA	<=	9'h165; 
		LCD_LINE1+12:	LUT_DATA	<=	9'h121; 
		LCD_LINE1+13:	LUT_DATA	<=	9'h120; 
		LCD_LINE1+14:	LUT_DATA	<=	9'h120; 
		LCD_LINE1+15:	LUT_DATA	<=	9'h120; 
		LCD_CH_LINE:	LUT_DATA	<=	9'h0C0;
		LCD_LINE2+0:	LUT_DATA	<=	9'h120; 
		LCD_LINE2+1:	LUT_DATA	<=	9'h120; 
		LCD_LINE2+2:	LUT_DATA	<=	9'h120; 
		LCD_LINE2+3:	LUT_DATA	<=	9'h120; 
		LCD_LINE2+4:	LUT_DATA	<=	9'h120; 
		LCD_LINE2+5:	LUT_DATA	<=	9'h120; 
		LCD_LINE2+6:	LUT_DATA	<=	9'h120; 
		LCD_LINE2+7:	LUT_DATA	<=	9'h120; 
		LCD_LINE2+8:	LUT_DATA	<=	9'h120; 
		LCD_LINE2+9:	LUT_DATA	<=	9'h120; 
		LCD_LINE2+10:	LUT_DATA	<=	9'h120; 
		LCD_LINE2+11:	LUT_DATA	<=	9'h120; 
		LCD_LINE2+12:	LUT_DATA	<=	9'h120; 
		LCD_LINE2+13:	LUT_DATA	<=	9'h120; 
		LCD_LINE2+14:	LUT_DATA	<=	9'h120; 
		LCD_LINE2+15:	LUT_DATA	<=	9'h120; 
		default:		LUT_DATA	<=	9'hxxx;
		endcase
	end else if (end_flag && !win_white) begin
		case(LUT_INDEX)
		LCD_INTIAL+0:	LUT_DATA	<=	9'h038;
		LCD_INTIAL+1:	LUT_DATA	<=	9'h00C;
		LCD_INTIAL+2:	LUT_DATA	<=	9'h001;
		LCD_INTIAL+3:	LUT_DATA	<=	9'h006;
		LCD_INTIAL+4:	LUT_DATA	<=	9'h080;
		LCD_LINE1+0:	LUT_DATA	<=	9'h120; 
		LCD_LINE1+1:	LUT_DATA	<=	9'h120; 
		LCD_LINE1+2:	LUT_DATA	<=	9'h120; 
		LCD_LINE1+3:	LUT_DATA	<=	9'h120; 
		LCD_LINE1+4:	LUT_DATA	<=	9'h159; 
		LCD_LINE1+5:	LUT_DATA	<=	9'h16F; 
		LCD_LINE1+6:	LUT_DATA	<=	9'h175; 
		LCD_LINE1+7:	LUT_DATA	<=	9'h120; 
		LCD_LINE1+8:	LUT_DATA	<=	9'h177; 
		LCD_LINE1+9:	LUT_DATA	<=	9'h169; 
		LCD_LINE1+10:	LUT_DATA	<=	9'h16E; 
		LCD_LINE1+11:	LUT_DATA	<=	9'h121; 
		LCD_LINE1+12:	LUT_DATA	<=	9'h120; 
		LCD_LINE1+13:	LUT_DATA	<=	9'h120; 
		LCD_LINE1+14:	LUT_DATA	<=	9'h120; 
		LCD_LINE1+15:	LUT_DATA	<=	9'h120; 
		LCD_CH_LINE:	LUT_DATA	<=	9'h0C0;
		LCD_LINE2+0:	LUT_DATA	<=	9'h143; 
		LCD_LINE2+1:	LUT_DATA	<=	9'h16F; 
		LCD_LINE2+2:	LUT_DATA	<=	9'h16E; 
		LCD_LINE2+3:	LUT_DATA	<=	9'h167; 
		LCD_LINE2+4:	LUT_DATA	<=	9'h172; 
		LCD_LINE2+5:	LUT_DATA	<=	9'h161; 
		LCD_LINE2+6:	LUT_DATA	<=	9'h174; 
		LCD_LINE2+7:	LUT_DATA	<=	9'h175; 
		LCD_LINE2+8:	LUT_DATA	<=	9'h16C; 
		LCD_LINE2+9:	LUT_DATA	<=	9'h161; 
		LCD_LINE2+10:	LUT_DATA	<=	9'h174; 
		LCD_LINE2+11:	LUT_DATA	<=	9'h169; 
		LCD_LINE2+12:	LUT_DATA	<=	9'h16F; 
		LCD_LINE2+13:	LUT_DATA	<=	9'h16E; 
		LCD_LINE2+14:	LUT_DATA	<=	9'h173; 
		LCD_LINE2+15:	LUT_DATA	<=	9'h121; 
		default:		LUT_DATA	<=	9'hxxx;
		endcase
	end else begin
		case(LUT_INDEX)
		LCD_INTIAL+0:	LUT_DATA	<=	9'h038;
		LCD_INTIAL+1:	LUT_DATA	<=	9'h00C;
		LCD_INTIAL+2:	LUT_DATA	<=	9'h001;
		LCD_INTIAL+3:	LUT_DATA	<=	9'h006;
		LCD_INTIAL+4:	LUT_DATA	<=	9'h080;
		LCD_LINE1+0:	LUT_DATA	<=	9'h120; 
		LCD_LINE1+1:	LUT_DATA	<=	9'h120; 
		LCD_LINE1+2:	LUT_DATA	<=	9'h120; 
		LCD_LINE1+3:	LUT_DATA	<=	9'h120; 
		LCD_LINE1+4:	LUT_DATA	<=	9'h120; 
		LCD_LINE1+5:	LUT_DATA	<=	9'h120; 
		LCD_LINE1+6:	LUT_DATA	<=	9'h145; 
		LCD_LINE1+7:	LUT_DATA	<=	9'h16E; 
		LCD_LINE1+8:	LUT_DATA	<=	9'h16A; 
		LCD_LINE1+9:	LUT_DATA	<=	9'h16F; 
		LCD_LINE1+10:	LUT_DATA	<=	9'h179; 
		LCD_LINE1+11:	LUT_DATA	<=	9'h120; 
		LCD_LINE1+12:	LUT_DATA	<=	9'h120; 
		LCD_LINE1+13:	LUT_DATA	<=	9'h120; 
		LCD_LINE1+14:	LUT_DATA	<=	9'h120; 
		LCD_LINE1+15:	LUT_DATA	<=	9'h120; 
		LCD_CH_LINE:	LUT_DATA	<=	9'h0C0;
		LCD_LINE2+0:	LUT_DATA	<=	9'h120; 
		LCD_LINE2+1:	LUT_DATA	<=	9'h120; 
		LCD_LINE2+2:	LUT_DATA	<=	9'h14F; 
		LCD_LINE2+3:	LUT_DATA	<=	9'h174; 
		LCD_LINE2+4:	LUT_DATA	<=	9'h168; 
		LCD_LINE2+5:	LUT_DATA	<=	9'h165; 
		LCD_LINE2+6:	LUT_DATA	<=	9'h16C; 
		LCD_LINE2+7:	LUT_DATA	<=	9'h16C; 
		LCD_LINE2+8:	LUT_DATA	<=	9'h16F; 
		LCD_LINE2+9:	LUT_DATA	<=	9'h120; 
		LCD_LINE2+10:	LUT_DATA	<=	9'h147; 
		LCD_LINE2+11:	LUT_DATA	<=	9'h161; 
		LCD_LINE2+12:	LUT_DATA	<=	9'h16D; 
		LCD_LINE2+13:	LUT_DATA	<=	9'h165; 
		LCD_LINE2+14:	LUT_DATA	<=	9'h121; 
		LCD_LINE2+15:	LUT_DATA	<=	9'h120; 
		default:		LUT_DATA	<=	9'hxxx;
		endcase
	end
end
LCD_Controller 		u0	(	 
							.iDATA(mLCD_DATA),
							.iRS(mLCD_RS),
							.iStart(mLCD_Start),
							.oDone(mLCD_Done),
							.iCLK(iCLK),
							.iRST_N(iRST_N),
							.LCD_DATA(LCD_DATA),
							.LCD_RW(LCD_RW),
							.LCD_EN(LCD_EN),
							.LCD_RS(LCD_RS)	);
endmodule
==> results.cfg <==
; flow metrics
[status]
run_status = completed

[route]
drt_wl_total_mm = 7.957
drt_first_iter_violations = 218
drc_markers = 0
wl_per_cell_um = 14.44
antennaDiodeCount = 0
vias_per_cell = 5.310
via_count = 2926
dr_pass1_iterations = 5
ant_nets = 0

[clocking]
h-tree-depth = 2
postCtsHoldBufs = 0
clock-sinks = 51
clkSlewWorstSetupHoldPaths_ps = 70
clock_path_buffers = 2
cts_inserted_buffers = 5
root_buffer = sky130_fd_sc_hd__clkbuf_16
tritoncts = yes
number_of_resized_instances_in_the_post_cts_repair_step = 0
cts_setup_buffers = 0
clock_insertion_delay_worst_skew_ps = 290

[global_route]
grt_antenna_before_repair = 0
groute.usage.overall_pct = 14.10
vias_in_the_first_global_route = 2682
grt_max_degree = 38
grt_first_pass_wirelength_mm = 13.38
gr-total-overflow = 0

[placed_design]
gp_congestion = 0.8921
cell_count_post_placement = 543
post_dp_cell_area_um2 = 3691
buffer_ports.inserted = 13
pre_cts_slack_ps = 1158
hpwl_mm = 5.438

[synthesis]
ys_cells = 412
synth_top_area_share_pct = 34.98
yosys-stat-area_um2 = 3506
synthAdderAreaFrac_pct = 6.067
synth.top_cells.by_area = sky130_fd_sc_hd__dfrtp_1, sky130_fd_sc_hd__ha_1, sky130_fd_sc_hd__nand2_1, sky130_fd_sc_hd__o21ai_0, sky130_fd_sc_hd__nor2_1
ys_types = 70
async_flop_share_pct = 100.0
synth.ff_latch_count = 51
synth_warnings = 2
netlist.top_cell.by_instances = sky130_fd_sc_hd__nand2_1
flop_cell = sky130_fd_sc_hd__dfrtp_1
yosys.stat.seqShare_pct = 36.47
post_synth_inst_count = 412
synthTopLogicFamily = simple AND/OR/NAND/NOR gates
count_of_library_flops_with_an_enable_pin = 0
yosys.area.top_type = sky130_fd_sc_hd__dfrtp_1
synth-simple-area-share_pct = 22.63
syn_area_per_cell_um2 = 8.509
netlist_top_cells_count = sky130_fd_sc_hd__nand2_1, sky130_fd_sc_hd__dfrtp_1, sky130_fd_sc_hd__nor2_1
synth.mux.area_fraction_pct = 3.819
synth_xor_xnor_area_share_pct = 2.998
synthesis.area_um2 = 3506
synth-compound-area-share_pct = 21.73

[die]
floorplan.die.height_um = 110.1
floorplan.initialDensity_pct = 30.70
chipArea_um2 = 12120
pin_count = 15
die_width_um = 110.1
design.core.area_um2 = 11420
fp-row-count = 39

[pwr]
internal_power_mw = 0.8626
power.net_switching_mw = 0.2243
leakage_nw = 1.641
powerDensity_nw_per_um2 = 281.6
share_seq_of_total_power_pct = 50.0
share_comb_of_total_power_pct = 2.6
fraction_of_power_consumed_by_the_clock_network_pct = 47.3
power.ir.vdd_worst_v = 0.0001724
sw_share_pct = 20.64

[run]
number_of_warnings_the_tools_reported = 37
timing.max_cap.violations = 0

[layout]
drive_above_1_share_pct = 7.598
final.fill_count = 1176
synthToLayoutAreaGrowth_pct = 10.10
post-route-cell-area_um2 = 3860
stdcell_count = 551
finish.utilization_pct = 33.80

[final_timing]
layout_min_cycle_time_ps = 2695
period_used_pct = 70.92
finalMaxSlewViolations = 0
slew-limit-headroom_pct = 50.22
clock-skew-final_ps = 8.834
rsz0062_at_grt = no
summed_negative_setup_slack_over_all_endpoints_ps = 0
worstMarginPinSlew_ps = 746.7
finalSetupViolCount = 0
max_clock_freq_mhz = 371.0
slack_of_the_critical_path_ps = 1105
timing.final.hold_violations = 0

[worst_setup_path]
setup.worst_path.end_class = register
worstPathRequired_ps = 3970
worst_path_max_delay_cell = sky130_fd_sc_hd__dfrtp_1
worstPathBufferInverterCount = 2
cp-start-kind = register
timing.setup.critical_path_class = register to register
crit_path_max_incr_delay_ps = 580
path_cells = inv_1 -> ha_1 -> inv_1 -> ha_1 -> a211oi_1 -> a21oi_1 -> a221o_1 -> a211oi_1 -> o22ai_1
worst-r2r-cell-count = 9
worstPathArrival_ps = 2860
crit_path_max_fanout = 17
worstReg2RegStart = LUT_INDEX[1]
rrSetupSlack_ps = 1100
critical_path.reg2reg.endpoint = mLCD_DATA[0]
worst_path_dominant_cell_family = AND-OR/OR-AND gates

[min_path]
hp-class = input port to async pin
-- how the worst max path moves through the flow --
| stage | start | to | slack, ps | depth (start not counted) |
|---|---|---|---|---|
| global route | LUT_INDEX[1] | mLCD_DATA[0] | 940 | 9 |
| CTS | LUT_INDEX[1] | mLCD_DATA[0] | 1140 | 9 |
| finish | LUT_INDEX[1] | mLCD_DATA[0] | 1100 | 9 |
-- placed cells by master, fill, tap and decap left out, types with 4 or more instances in the layout --
| cell type | n |
|---|---|
| sky130_fd_sc_hd__a21o_1 | 4 |
| sky130_fd_sc_hd__a21oi_1 | 16 |
| sky130_fd_sc_hd__a22o_1 | 5 |
| sky130_fd_sc_hd__a31oi_1 | 8 |
| sky130_fd_sc_hd__and3_1 | 5 |
| sky130_fd_sc_hd__buf_4 | 5 |
| sky130_fd_sc_hd__clkbuf_16 | 5 |
| sky130_fd_sc_hd__clkdlybuf4s50_1 | 12 |
| sky130_fd_sc_hd__dfrtp_1 | 49 |
| sky130_fd_sc_hd__ha_1 | 17 |
| sky130_fd_sc_hd__inv_1 | 15 |
| sky130_fd_sc_hd__mux2i_1 | 10 |
| sky130_fd_sc_hd__nand2_1 | 52 |
| sky130_fd_sc_hd__nand2b_1 | 6 |
| sky130_fd_sc_hd__nand3_1 | 13 |
| sky130_fd_sc_hd__nand4_1 | 6 |
| sky130_fd_sc_hd__nor2_1 | 34 |
| sky130_fd_sc_hd__nor2_2 | 4 |
| sky130_fd_sc_hd__nor2b_1 | 10 |
| sky130_fd_sc_hd__nor3_1 | 7 |
| sky130_fd_sc_hd__nor4_1 | 5 |
| sky130_fd_sc_hd__o21ai_0 | 33 |
| sky130_fd_sc_hd__o22ai_1 | 5 |
| sky130_fd_sc_hd__xnor2_1 | 6 |
| sky130_fd_sc_hd__xor2_1 | 6 |
-- cell families (layout without fill, tap and decap cells) --
family | count (synthesis) | in the layout
and+or+nand+nor | 158 | 158
AOI/OAI and AO/OA | 114 | 114
DFF | 51 | 51
buffers and inverters | 46 | 42
adders and majority gates | 17 | 17
muxes | 13 | 13
xor gates and xnor gates | 12 | 12
other | 1 | 1
-- power by group through the flow --
stage	clock (mW)	combinational (mW)	sequential, mW
CTS	0.535	0.0299	0.543
global route	0.556	0.0322	0.543
finish	0.515	0.0288	0.544
-- cell type report --
| cell class | instances | area (um^2) | area share [%] |
|---|---|---|---|
| multi-input combinational | 315 | 2011 | 52.09 |
| tap | 143 | 178.9 | 4.635 |
| sequential | 51 | 1279 | 33.13 |
| clock buffer | 5 | 125.1 | 3.241 |
| timing repair buffer | 18 | 162.7 | 4.214 |
| clock inverter | 3 | 43.79 | 1.135 |
| inverter | 16 | 60.06 | 1.556 |
-- sequential cells by signal, indices dropped and copies added, names as in the netlist, named ones only --
name / flops
mLCD_Start: 1
mLCD_DATA: 8
u0.mStart: 1
mDLY: 18
u0.oDone: 1
u0.preStart: 1
u0.Cont: 5
mLCD_RS: 1
u0.LCD_EN: 1
LUT_INDEX: 6
mLCD_ST: 3
u0.ST: 2
-- metal layers --
metal | routed length (um) | GRT usage, % | up-vias | share of wire (%)
met5 | 0 | 0 | - | 0
met4 | 108 | 1.786 | 0 | 1.4
li1 | - | - | 1465 | -
met1 | 3955 | 22.23 | 1376 | 50
met2 | 3519 | 21.56 | 76 | 44
met3 | 374 | 1.678 | 9 | 4.7
-- per-stage QoR --
stage | hold slack (ps) | power, mW
2_1_floorplan | 395.4 | 0.5650
3_3_place_gp | 422.7 | 0.5833
3_5_place_dp | 426.5 | 0.5834
4_1_cts | 437.2 | 1.108
5_1_grt | 450.7 | 1.132
6_report | 416.0 | 1.087
Power and IR drop assume default switching activity.
