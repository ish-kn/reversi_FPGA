$ cat design/flow/constraint.sdc
current_design SEG7_LUT

set clk_period 1.3
set clk_io_pct 0.2

create_clock -name clk0 -period $clk_period

set non_clock_inputs [all_inputs -no_clocks]
set_input_delay [expr $clk_period * $clk_io_pct] -clock clk0 $non_clock_inputs
set_output_delay [expr $clk_period * $clk_io_pct] -clock clk0 [all_outputs]
$ cat design/flow/config.mk
export PLATFORM = sky130hd
export DESIGN_NAME = SEG7_LUT
export DESIGN_NICKNAME = SEG7_LUT
export VERILOG_FILES = /design/flow/design.v
export SDC_FILE = /design/flow/constraint.sdc
export NUM_CORES = 4
export LEC_CHECK = 1
export CORE_AREA = 10 10 70 70
export DIE_AREA = 0 0 80 80
$ cat design/flow/run.sh
#!/bin/bash
# OpenROAD 26Q1-2900-gdf79404cd8, Yosys 0.63+post, stock flow scripts
make -C /OpenROAD-flow-scripts/flow DESIGN_CONFIG=/design/flow/config.mk WORK_HOME=/design/flow/orfs finish
$ cat design/flow/design.v
module SEG7_LUT	(	oSEG,iDIG	);
input	[3:0]	iDIG;
output reg	[6:0]	oSEG;
always@(iDIG)
begin
		case(iDIG)
		4'h1: oSEG = 7'b1111001;	 
		4'h2: oSEG = 7'b0100100; 	 
		4'h3: oSEG = 7'b0110000; 	 
		4'h4: oSEG = 7'b0011001; 	 
		4'h5: oSEG = 7'b0010010; 	 
		4'h6: oSEG = 7'b0000010; 	 
		4'h7: oSEG = 7'b1111000; 	 
		4'h8: oSEG = 7'b0000000; 	 
		4'h9: oSEG = 7'b0011000; 	 
		4'ha: oSEG = 7'b0001000;
		4'hb: oSEG = 7'b0000011;
		4'hc: oSEG = 7'b1000110;
		4'hd: oSEG = 7'b0100001;
		4'he: oSEG = 7'b0000110;
		4'hf: oSEG = 7'b0001110;
		4'h0: oSEG = 7'b1000000;
		endcase
end
endmodule
==> results.json <==
{
  "status": "complete, but fails checks",
  "violations": "setup timing",
  "maxSlewHeadroom_pct": 91.1,
  "cp_max_fo": 4,
  "ant_nets": 0,
  "dp.final_hpwl_um": 688,
  "min_period_ns": 1.46,
  "p_sw_share_pct": 39.0,
  "warnings": 39,
  "switching_power_mw": 0.0772,
  "yosys_warnings": 1,
  "flops": 0,
  "grt_pass1_wl_um": 1680,
  "n_fill_cell": 379,
  "synthesis.area_um2": 255,
  "timing.hold.ws_ns": 0.956,
  "holdPathEnd": "oSEG[1]",
  "synth.top_cell.area_share_pct": 29.4,
  "gp_congestion": 0.688,
  "power.internal_mw": 0.121,
  "timing_hold_violations_final": 0,
  "max_freq_mhz": 685,
  "gr-usage-all-layers_pct": 3.05,
  "portBuffers": 11,
  "max-cap-violations": 0,
  "synth_cells": 34,
  "crit_path_end_kind": "output port",
  "core_area_um2": 3420,
  "synth_area_per_cell_um2": 7.51,
  "wl_per_cell_um": 9.36,
  "ys_seq_share_pct": 0,
  "comb_area_um2": 328,
  "p_per_area_nw_per_um2": 298,
  "initCoreUtil_pct": 7.47,
  "antenna_found_initial": 0,
  "vias": 331,
  "yosysCellCount": 34,
  "clock_buffers": 0,
  "period_used_pct": 112,
  "ys_area_um2": 255,
  "grt_start_max_net_pins": 7,
  "top_cells_by_area": "ha_1 (29%), mux2i_1 (12%), a22o_1 (6.9%)",
  "path_class": "in2out",
  "antennaDiodeCount": 0,
  "clkPwrFrac_pct": 0,
  "hold_path.class": "in2out",
  "ir_worst_vdd_mv": 0.0457,
  "die_x_um": 80,
  "comb_power_share_pct": 100.0,
  "met3_usage_pct": 0.227,
  "drive_gt1_share_pct": 71.7,
  "seq_power_share_pct": 0,
  "grt_overflow": 0,
  "wl_um": 992,
  "cp.required_ns": 1.04,
  "grt_pass1_vias": 344,
  "p_leak_nw": 0.301,
  "largest_area_cell": "ha_1",
  "final.setup.tns_ns": -0.611,
  "worst_slew_pin_slew_ns": 0.130,
  "drc_errors": 0,
  "setup_viol": 6,
  "fin_ws_ns": -0.160,
  "area_growth_pct": 160,
  "dieHeight_um": 80,
  "pre_cts_slack_ns": -1.01,
  "avgViaCountPerCell": 3.12,
  "firstDrtPassIters": 2,
  "min-delay-start": "iDIG[1]",
  "drv_slew": 0,
  "die_area_um2": 6400,
  "hold_path_depth": 4,
  "rsz0062_at_grt": "yes",
  "num_rows": 21,
  "busiest_layer": "met2",
  "crit_path_start_kind": "input pin",
  "arrival_ns": 1.20,
  "grt.met2_usage_pct": 5.62,
  "critPathLaunch": "iDIG[0]",
  "ctsHoldBuffers": 0,
  "gr-usage-met1_pct": 3.96,
  "pin_count": 11,
  "flop_area_um2": 0,
  "ys_types": 19,
  "drt_iter0_drc": 18
}
[metal layers]
metal	up-vias	routed length (um)
met5	-	0
met4	0	0
met3	0	25
met2	3	518
met1	154	447
li1	174	-
[cell usage in the layout (no fill, tap or decap)]
cell type / n
nor2_4: 1
o21ai_0: 1
buf_4: 8
or3b_1: 1
clkdlybuf4s15_1: 1
clkbuf_4: 1
clkdlybuf4s15_2: 1
inv_8: 2
o21ai_2: 1
nor2b_4: 1
nand2_1: 1
mux2_4: 1
a32o_2: 1
buf_8: 1
o21ai_1: 2
mux2i_1: 3
dlygate4sd2_1: 1
nand2b_4: 2
ha_4: 4
o22ai_1: 1
a22o_1: 2
ha_2: 2
a21oi_1: 1
inv_1: 1
buf_12: 1
buf_2: 6
buf_6: 8
nand3_2: 1
nor2_1: 2
nor2_2: 1
[cell usage after synthesis (all sizes together)]
cell,count
o21ai,4
mux2,1
a22o,2
nand2b,2
inv,3
o22ai,1
mux2i,3
a21oi,1
nor2,4
nor2b,1
nand3,1
nand2,1
ha,6
a32o,1
buf,1
or3b,1
clkbuf,1
[repair_timing]
item / 4_1_cts / 5_1_grt
setup endpoints to repair: 7 / 7
setup buffers: 6 / 2
pin swaps: 7 / 7
gates resized: 66 / 12
cloned: 1 / 0
[cell families after synthesis]
kind of cell    Yosys count  share of synthesized area, %
simple gates             10                          21.1
compound gates            9                          23.0
fa+ha+maj                 6                          29.4
buf+inv                   5                          10.3
mux                       4                          16.2
[worst max-delay path by stage]
stage              to  slack (ns)
CTS           oSEG[6]       -0.18
global route  oSEG[6]       -0.20
finish        oSEG[6]       -0.16
[power groups by stage]
| stage | registers, mW | logic [mW] | clock network (mW) |
|---|---|---|---|
| 4_1_cts | 0 | 0.176 | 0 |
| 5_1_grt | 0 | 0.216 | 0 |
| 6_report | 0 | 0.198 | 0 |
[area by class of cell]
type,instances,area share [%]
inverter,3,3.95
multi-input combinational,29,49.3
tap,46,8.66
timing repair buffer,28,38.0
[worst max-delay path: stages]
cell and delay, ns:
buf_12 0.11, buf_6 0.12, ha_4 0.16, mux2_4 0.26, a22o_1 0.18, buf_2 0.11
[stage by stage]
stage	total power, mW	instance area (um^2)	util (%)	std cells
after floorplan	0.0552	255	-	34
after global placement	0.137	468	13.7	97
after detailed placement	0.139	468	13.7	97
after CTS	0.176	607	17.8	104
after global routing	0.216	664	19.5	106
final	0.198	664	19.5	106
Power is estimated from default activity; no workload was simulated.
