## flow/config.mk

```make
export PLATFORM = sky130hd
export DESIGN_NAME = cnt_data
export DESIGN_NICKNAME = cnt_data
export VERILOG_FILES = /design/flow/design.v
export SDC_FILE = /design/flow/constraint.sdc
export NUM_CORES = 4
export LEC_CHECK = 1
export CORE_UTILIZATION = 40
```

## flow/constraint.sdc

```tcl
current_design cnt_data

set clk_period 9.2
set clk_io_pct 0.2

create_clock -name clk0 -period $clk_period

set non_clock_inputs [all_inputs -no_clocks]
set_input_delay [expr $clk_period * $clk_io_pct] -clock clk0 $non_clock_inputs
set_output_delay [expr $clk_period * $clk_io_pct] -clock clk0 [all_outputs]
```

## flow/design.v

```verilog
module cnt_data(WhiteData, BlackData,
				cnt_white, cnt_black);
	input [63:0] WhiteData, BlackData;
	output [7:0] cnt_white, cnt_black;
	assign cnt_white = cnt(WhiteData);
	assign cnt_black = cnt(BlackData);
	function [7:0] cnt;
		input [63:0] data;
		reg [7:0] tmp;
		begin
			integer i;
			tmp = 8'd0;
			for (i = 0; i < 64; i = i + 1) 
				tmp = tmp + data[i];
			cnt = tmp;
		end
	endfunction
endmodule
```

## flow/run.sh

```bash
#!/bin/bash
# OpenROAD 26Q1-2900-gdf79404cd8, Yosys 0.63+post, stock flow scripts
make -C /OpenROAD-flow-scripts/flow DESIGN_CONFIG=/design/flow/config.mk WORK_HOME=/design/flow/orfs finish
```

==> qor.txt <==
RSZ-0062 raised after global routing: yes
Fp_density: 42.20%
Tmin final: 9102 ps
Syn Inst Count: 369
Hold path start: BlackData[2]
Finished Layout Cells: 634
Drt drc: 0
Post-synth area hogs: fa_1, inv_1, ha_1, a21o_1, xnor2_1
Core Region: 8382 sq um
Hold EP: cnt_black[1]
WL final: 6192 um
Rows: 33
First-pass DRT Iterations: 2
Most common cell in the netlist: inv_1
Largest net degree at the start of global routing: 6
Mean Syn Cell Area: 9.586 sq um
Fmax: 109.9 MHz
Seq Cell Count: 0
Utilization after layout: 61.28%
CP Cell Sequence: buf_6, inv_2, fa_1, inv_1, fa_2, inv_2, fa_2, fa_1, fa_2, fa_1, fa_1, fa_1, inv_2, ha_4, fa_2, buf_6, a21o_1, a21oi_2, xnor2_1, buf_2
Area delta synth->final: 45.21%
Critical path's most frequent cell: fa_1
Initial antenna violation count: 0
GPL Wtd Cong: 0.7931
# hold bufs at CTS: 0
First-pass GRT wire length: 10530 um
Netlist cell types: 20
Leading area contributor after synthesis: fa_1
Fillers: 725
Final period util: 98.94%
Crit path buffers/inverters: 7
Maximum fanout along the worst path: 2
Crit path DAT: 7260 ps
Tool warnings: 38
Port bufs: 142
Placed cells: 629
CP max stage delay: 600 ps
Crit path max-delay cell type: fa_2
Drt wl/cell: 9.767 um
Post-synth design cell area: 3537 sq um
Worst EP required: 7360 ps
IO Pins: 144
# diodes: 0
Via count: 2617
Flop area: 0 sq um
Outcome: finished, final reports clean
Chip Area, Yosys: 3537 sq um
Post-DR vias/cell: 4.128
Ys cells: 369
Die height: 96.04 um
Critical Path Sink Type: output pin
Chip area: 9223 sq um
Global Route Usage Sum: 15.22%
Die Wd: 96.04 um
Antenna Nets Post-Route: 0
Final Max-Slew Violation Tally: 0
Setup violations, final: 0
WHS Path Cells: 4
Share of post-route cells with drive strength above 1: 26.65%
Hold/Removal Path Class: in2out
Number of global-route vias before repair: 2672
Area leader share: 61.12%
Startpoint Class: input port
Number of clock buffers in the layout: 0
Post-synth seq share: 0%
Post-DP HPWL: 5977 um
Hold violation count in the final report: 0
Synth top cells by count: inv_1, fa_1, ha_1
Synthesis warning total: 1
Top delay family on crit path: adder cells
Final global-route overflow total: 0
DRT iter0 DRCs: 18
Critical path type: in2out
MaxCap Viol Count: 0
==> through the flow <==
step	cell area, sq um	setup WS [ps]	TNS (ps)	hold WS, ps
6_report	5136	97.58	0	4727
5_1_grt	5136	-98.65	-230.5	4788
4_1_cts	5151	-26.83	-26.83	4734
3_5_place_dp	5184	-851.6	-7658	4713
3_3_place_gp	5184	-819.5	-7470	4704
2_1_floorplan	3541	300.9	0	3761
==> worst max-delay path by stage <==
stage                 start      endpoint  slack (ps)  cells after the start
CTS           BlackData[39]  cnt_black[4]         -30                     20
global route  BlackData[39]  cnt_black[4]        -100                     20
finish        BlackData[39]  cnt_black[4]         100                     20
==> final cells by class <==
cell class,instances,area (sq um),area share [%]
timing repair buffer,161,1340,26.09
multi-input combinational,179,2955,57.54
inverter,189,709.4,13.81
tap,105,131.4,2.558
==> what timing repair did <==
action,4_1_cts,5_1_grt
resized,213,74
setup buffers,5,2
setup endpoints to repair,12,11
pin swaps,98,66
==> routing by layer <==
layer,GRT usage [%],vias to the layer above,part of all wire [%]
met3,2.410,2,7.4
li1,-,1305,-
met2,22.75,84,45
met5,0,-,0
met1,26.75,1226,47
met4,0.4975,0,0.34
==> kinds of logic after synthesis <==
group	after synthesis	synth area share, %
AND-OR/OR-AND	26	4.740
adder cells (fa/ha/maj)	138	71.74
buffers and inverters	191	20.48
XOR/XNOR	6	1.486
AND/OR/NAND/NOR	7	1.450
other	1	0.1060
==> cells in the final DEF, fill, tap and decap left out, types with 2 or more instances in the layout <==
master | Yosys | final
ha_1 | 30 | 26
clkdlybuf4s15_1 | 0 | 13
fa_1 | 108 | 96
a211oi_2 | 0 | 3
buf_4 | 2 | 16
or4b_1 | 2 | 2
a21o_1 | 5 | 5
o21ai_0 | 5 | 3
buf_6 | 0 | 10
xnor2_1 | 4 | 4
o21ai_1 | 2 | 3
xor2_1 | 2 | 2
nor2_1 | 2 | 2
ha_4 | 0 | 4
fa_2 | 0 | 12
inv_2 | 0 | 42
a21oi_2 | 0 | 4
inv_1 | 189 | 147
clkbuf_2 | 0 | 22
conb_1 | 1 | 2
nor3b_1 | 2 | 2
buf_2 | 0 | 24
clkdlybuf4s50_1 | 0 | 65
dlygate4sd2_1 | 0 | 11
==> tightest hold or removal path, delay by kind of cell <==
| family | cells | cell delay [ps] |
|---|---|---|
| buffers and inverters | 2 | 710 |
| adder cells (fa/ha/maj) | 2 | 350 |
